File: design.v
module adder_16bit_b(A , B ,Add_ctrl , O , C_out , SUM);
input [15:00] A , B ;
input Add_ctrl; 
output [15:00] SUM ;
output C_out ;
output O ;
wire [15:0] y;
reg O;
reg overflow;
wire equal;
assign y =~B+1;
assign {C_out,SUM} = (Add_ctrl==0)?(A+B):(A+y);
always@*
begin	
	if(B[15]==y[15]) overflow = 0;
	else if(A[15]==1'b1&&y[15]==1'b1&&SUM[15]==1'b0&&Add_ctrl==1) overflow = 1;
	else if(A[15]==1'b0&&y[15]==1'b0&&SUM[15]==1'b1&&Add_ctrl==1) overflow = 1;
	else if(A[15]==1'b1&&B[15]==1'b1&&SUM[15]==1'b0&&Add_ctrl==0) overflow = 1;
	else if(A[15]==1'b0&&B[15]==1'b0&&SUM[15]==1'b1&&Add_ctrl==0) overflow = 1;
    else overflow = 0;
	O <= overflow;
end
endmodule
File: config.mk
export PLATFORM = sky130hd
export DESIGN_NAME = adder_16bit_b
export DESIGN_NICKNAME = adder_16bit_b
export VERILOG_FILES = /design/flow/design.v
export SDC_FILE = /design/flow/constraint.sdc
export NUM_CORES = 4
export LEC_CHECK = 1
export CORE_AREA = 10 10 83 83
export DIE_AREA = 0 0 93 93
File: run.sh
#!/bin/bash
# OpenROAD 26Q1-2900-gdf79404cd8, Yosys 0.63+post, stock flow scripts
make -C /OpenROAD-flow-scripts/flow DESIGN_CONFIG=/design/flow/config.mk WORK_HOME=/design/flow/orfs finish
File: constraint.sdc
current_design adder_16bit_b

set clk_period 12.3
set clk_io_pct 0.2

create_clock -name clk0 -period $clk_period

set non_clock_inputs [all_inputs -no_clocks]
set_input_delay [expr $clk_period * $clk_io_pct] -clock clk0 $non_clock_inputs
set_output_delay [expr $clk_period * $clk_io_pct] -clock clk0 [all_outputs]
==> results.txt <==
Physical implementation.

- The flow ran to the end, and the final reports show no timing, DRC or antenna violations.
- The count of warning messages emitted by the tools is 34.
- The floorplan die area is 8650 sq um.
- The average wire per cell in the routed design is 12.8 microns.
- After global routing the overflow that remains totals 0.
- The number of buffers added for setup after CTS is 0.
- In this run the worst hold path is classified as in -> out.
- For this block, the via count after detailed routing is 1130.
- The count of endpoints failing hold in the final timing report is 0.
- The endpoint class of the critical path is an output port.
- The number of rows created at floorplan is 26.
- The data arrival at the endpoint of the critical path is roughly 6.2 ns.
- The area occupied by registers is 0 sq um.
- For this run, the detailed router's first-pass iteration total came to 4.
- According to the dpl log, the detail-placed design has an HPWL of about 2900 microns.
- The number of instances in the synthesized netlist is between 100 and 150.
- The final layout contains routed wiring with a total length of 3270 microns.
- Entering global routing, the biggest net connects 18 pins.
- The total of cells resized after clock tree synthesis is 0.
- Measured along the y axis, the die boundary spans about 93 microns.
- The global-route usage over all layers is 0.0719.
- The number of global-route vias before repair is roughly 1100.
- The initial antenna violation count was 0.
- The detailed placer reported the number of placed instances as approximately 260.
- The max-slew violation count is 0.
- The transition time recorded at the tightest slew-check pin is 0.544 ns.
- The mean cell area of the mapped netlist is about 7.5 sq um.
- The I/O pin total is about 50.
- Tracing the worst setup path back leads to its startpoint at B[3].
- The number of antenna-violating nets in the routed design is 0.
- The final instance count without filler cells is 256.
- The diode insertion count for antenna repair is 0.
- The clock period minus final worst setup slack is ~8.7 ns.
- The fill cell total of the finished layout is around 580.
- After floorplanning, the core was sized to cover approximately 5100 sq um.
- The required time at the worst endpoint is listed as roughly 10 ns.
- Per the OpenROAD floorplan log, the width of the die is 93 microns.
- The first global-routing pass estimated 5230 microns of wire.
- Per the slew report, the remaining headroom to the max-slew limit stands at 0.636.
- In the finished design the tool counted flip-flops and latches totalling 0.
- The first routing iteration left slightly below 60 violations.
- For the final routed database, the setup TNS stands at 0 ns.
- The worst setup path is launched from an input port.
- The placement report lists the number of port buffers as 51.
- The most common logic cells in the final layout are sky130_fd_sc_hd__clkdlybuf4s50_1, sky130_fd_sc_hd__xnor2_1, sky130_fd_sc_hd__ha_1, sky130_fd_sc_hd__nand2_1, sky130_fd_sc_hd__a21oi_1.
- After detailed routing, the number of vias per cell comes to roughly 4.4.
- The maximum operating frequency is approximately 0.11 GHz.
- The finished cells cover approximately 1600 sq um.
- For this design the ratio of total power to cell area is between 60 and 70 nW/um^2.
- The leakage power figure is 0.678 nW.
- The post-cts hold-fix buffer tally is 0.
- In the floorplan report the effective utilization is 0.200.
- The yosys warning tally is 1.
- Among logic cells in the layout, the one with the most instances is sky130_fd_sc_hd__clkdlybuf4s50_1.
- The routed layout reports a DRC error count of 0.
- The critical setup path kind is in -> out.
- For the worst min-delay path, the startpoint reported by OpenROAD is A[15].
- The worst supply voltage drop on vdd is slightly above 0.03 mV.
- The final weighted congestion in routability-driven placement is 0.845.
- The final cycle utilization of the critical path is 0.707.
- The count of clock buffers in the final design is 0.
- Setup repair after global routing left no endpoint under its margin.
- Yosys reports a chip area of a little over 1000 sq um.
- Endpoints with negative setup slack in the final report add up to 0.
- The synthesized netlist was found by Yosys to have between 100 and 150 cells.
- Per the timing report, the biggest fanout along the worst path comes to 6.
- The part of the Yosys area used for sequential elements is 0.
- The share of post-route cells with drive strength above 1 is 0.0215.
- In this run, distinct cell masters in the synthesized netlist total 39.
- The flow measured a signed area growth from synthesis to layout of 57.4%.
- The area of placed instances is between 1500 and 2000 sq um.
- The tool flagged a number of max-cap violations equal to 0.
- The synthesized netlist occupies a cell area of 1030 sq um.
## synth_stat cells (all sizes together) (3+ instances only)
cell   count  area share
o31ai      5       0.037
a21o       7       0.051
a21oi     10       0.049
nand2     16       0.061
o21ai      8       0.039
ha        19        0.23
inv        4       0.015
nor2       8       0.029
xor2       7       0.060
xnor2     20        0.17
or3        3       0.028
## worst max-delay path, cell delays in order
cell and delay (ns):
sky130_fd_sc_hd__clkdlybuf4s50_1 0.47, sky130_fd_sc_hd__nor4_1 0.37, sky130_fd_sc_hd__nand2_1 0.18, sky130_fd_sc_hd__o41ai_1 0.34
sky130_fd_sc_hd__xnor2_1 0.17, sky130_fd_sc_hd__ha_1 0.32, sky130_fd_sc_hd__and3_1 0.24, sky130_fd_sc_hd__a221oi_1 0.31
sky130_fd_sc_hd__nor2b_1 0.08, sky130_fd_sc_hd__a311o_1 0.37, sky130_fd_sc_hd__a31oi_1 0.29, sky130_fd_sc_hd__xnor2_1 0.16
sky130_fd_sc_hd__clkdlybuf4s50_1 0.48
## cell families after synthesis
group,after synthesis,share of synthesized area
AND-OR/OR-AND,45,0.296
multiplexers,1,0.00974
XOR/XNOR,27,0.230
buffers and inverters,6,0.0231
adder cells (fa/ha/maj),20,0.251
AND/OR/NAND/NOR,38,0.190
## final cells by class
class,instances,area (sq um),area share
Inverter,4,15.0,0.00929
Timing Repair Buffer,51,510,0.316
Multi-Input combinational cell,131,1000,0.621
Tap cell,70,87.6,0.0542
## through the flow
| step | setup slack [ns] | power (mW) | hold slack, ns | util |
|---|---|---|---|---|
| final | 3.60 | 0.108 | 5.90 | 0.315 |
| after global routing | 3.24 | 0.121 | 5.98 | 0.315 |
| after CTS | 3.61 | 0.110 | 5.91 | 0.315 |
| after detailed placement | 3.63 | 0.109 | 5.91 | 0.315 |
| after global placement | 3.67 | 0.110 | 5.92 | 0.315 |
| after floorplan | 4.93 | 0.0515 | 4.99 | - |
## final timing paths
check                 end  slack, ns  cells after the start
hold / removal          O       5.90                      4
setup / recovery  SUM[14]       3.60                     13
## per-layer routing
metal  vias to the layer above  global-route usage  wire, microns
met3                         0              0.0210            233
met5                         -                   0              0
met2                        24               0.120           1430
met4                         0                   0              0
met1                       491              0.0956           1610
li1                        615                   -              -
## power by group
| part | switching, mW | internal [mW] | total (mW) |
|---|---|---|---|
| logic | 0.0413 | 0.0663 | 0.108 |
| clock network | 0 | 0 | 0 |
| registers | 0 | 0 | 0 |
Power and IR drop assume default switching activity.
